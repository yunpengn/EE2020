**design.v**
```verilog
`timescale 1ns / 1ps
module music_node_selector(
    input clk,
    input [5:0] select,
    output [11:0] out
    );
    wire [4:0] node_select;
    wire [11:0] square_out;
    wire [11:0] triangle_out;
    assign node_select = { select[4], select[3], select[2], select[1], select[0] };
    square_node_generator square_node(clk, node_select, square_out);
    triangle_node_generator triangle_node(clk, node_select, triangle_out);
    assign out = select[5] ? triangle_out : square_out;
endmodule
`timescale 1ns / 1ps
module square_node_generator(
    input clk,
    input [4:0] select,
    output reg [11:0] out
    );
    reg [17:0] doi = 190839;
    reg [17:0] re = 170067;
    reg [17:0] mi = 151514;
    reg [17:0] fa = 143265;
    reg [17:0] so = 127550;
    wire [17:0] count_until;
    assign count_until = select[0] ? doi
                      : (select[1] ? re
                      : (select[2] ? mi
                      : (select[3] ? fa
                      : so)));
    reg [17:0] count = 0;
    reg slow_clock = 0;
    always @(posedge clk) begin
        count <= (count == count_until) ? 0 : count + 1;
        slow_clock <= (select == 0) ? 1'bz
                                    : ((count == 0) ? ~slow_clock
                                                    : slow_clock);
        out = {12{slow_clock}};
    end
endmodule
`timescale 1ns / 1ps
module triangle_node_generator(
    input clk,
    input [4:0] select,
    output reg [11:0] out
    );
    parameter doi_inc = 23;
    parameter re_inc = 21;
    parameter mi_inc = 18;
    parameter fa_inc = 17;
    parameter so_inc = 16;
    parameter max_out = 4095;    
    wire [7:0] increment_until;
    assign increment_until = select[0] ? doi_inc
                                       : (select[1] ? re_inc
                                                    : (select[2] ? mi_inc
                                                                 : (select[3] ? fa_inc : so_inc)));
    reg [7:0] increment_count = 0;
    reg increase_or_decrease = 1;
    initial begin
        out = 1;
    end
    always @(posedge clk) begin
        increment_count = (increment_count == increment_until) ? 0 : increment_count + 1;
        increase_or_decrease = (out == 0) ? 1
                                          : ((out == max_out) ? 0 : increase_or_decrease);
        if (select == 0) begin
            out = {12{1'b0}};
        end else begin
            out = (increment_count == 0) ? (increase_or_decrease ? out + 1 : out - 1)
                                         : out;
        end
    end
endmodule
```
**run.sh**
```bash
#!/bin/bash
# OpenROAD 26Q1-2900-gdf79404cd8, Yosys 0.63+post, stock flow scripts
make -C /OpenROAD-flow-scripts/flow DESIGN_CONFIG=/design/flow/config.mk WORK_HOME=/design/flow/orfs finish
```
**config.mk**
```make
export PLATFORM = sky130hd
export DESIGN_NAME = music_node_selector
export DESIGN_NICKNAME = music_node_selector
export VERILOG_FILES = /design/flow/design.v
export SDC_FILE = /design/flow/constraint.sdc
export NUM_CORES = 4
export LEC_CHECK = 1
export CORE_UTILIZATION = 40
```
**constraint.sdc**
```tcl
current_design music_node_selector

set clk_period 4.9
set clk_io_pct 0.2

create_clock -name clk0 -period $clk_period [get_ports {clk}]

set non_clock_inputs [all_inputs -no_clocks]
set_input_delay [expr $clk_period * $clk_io_pct] -clock clk0 $non_clock_inputs
set_output_delay [expr $clk_period * $clk_io_pct] -clock clk0 [all_outputs]
```
==> job_summary.md <==
## Implementation flow summary

| Metric | Value |
|---|---|
| Arrival @ worst endpoint | 2.57 ns |
| TritonCTS clock tree | yes |
| Clk latency late pin | 0.29 ns |
| Post-route setup slack | 1.347 ns |
| Layout fillers | 669 |
| Cell count after synthesis | 363 |
| CP required | 3.92 ns |
| Clock Sinks | 41 |
| Post-synth cell types | 56 |
| Number of buffers added on ports | 18 |
| Total vias in the final route | 2536 |
| Cts bufs inserted | 5 |
| Chip Area, Yosys | 2780 µm² |
| WS Path Type | in2out |
| DRC Markers | 0 |
| Yosys xor share | 9.136% |
| Placed instance area | 3009 µm² |
| Initial antenna violation count | 0 |
| Hold_buf cts | 0 |
| Antenna viol nets, final | 0 |
| Pre-CTS setup slack | 1.334 ns |
| Cell taking the most area after synthesis | dfxtp_1 |
| Crit start category | primary input |
| Num rows | 30 |
| Crit Path Max Fanout | 13 |
| Logic area | 1812 µm² |
| Post-route design area | 3120 µm² |
| Root Buffer | clkbuf_8 |
| Peak supply drop | 0.2522 mV |
| Depth of the CTS H-tree | 2 |
| Max-cap violations | 0 |
| Worst R2R Start | triangle_node.out[7]$_SDFFE_PP0N_ |
| Vias in the first global route | 2214 |
| Postcts setup bufs | 0 |
| Fmax achieved | 281.5 MHz |
| Max Clock Skew | 0.007629 ns |
| Via density | 5.598 |
| Largest net degree at the start of global routing | 19 |
| Flops & latches, synth | 41 |
| Post-Synth AOI/OAI Area | 19.35% |
| DR WL/cell | 14.06 µm |
| Initial Util | 41.15% |
| Post-synth EDFFs | 1 |
| Setup violators final | 0 |
| Crit. End Element | output pin |
| Yosys top cell area share | 28.80% |
| Static leakage power | 1.261 nW |
| GPL Wtd Cong | 0.8588 |
| MUX area fraction | 0.4050% |
| FF-to-FF End | triangle_node.out[11]$_SDFFE_PP0N_ |
| Die W | 85.37 µm |
| Adders+Majority by Area | 6.571% |
| Final HPWL from detailed placement | 4695 µm |
| Yosys warning count | 3 |
| First DRT Iteration DRCs | 109 |
| RSZ-0062 raised after global routing | no |
| Pwr per Cell Area | 502.7 nW/µm² |
| Measured slew at the worst slew-check pin | 0.6464 ns |
| Seq share, synth | 29.88% |
| Synth Flop Type | dfxtp_1 |
| Flop area | 830.8 µm² |
| Synth top area cells | dfxtp_1, xor2_1, ha_1 |
| Worst Hold Class | reg2reg |
| Hold endpoint | square_node.out[0]$_DFF_P_ |
| Total tool warning count | 26 |
| TritonRoute pass-1 iters | 4 |
| Layout cells sized above 1 | 4.826% |
| Synthesized area | 2780 µm² |
| Grt total ovfl | 0 |
| Reg clk slew, reported paths | 0.08 ns |
| Die Ht | 85.37 µm |
| Slew Limit Fails | 0 |
| Final hold violations | 0 |
| Top comb family, area | simple AND/OR/NAND/NOR gates |
| Diode count | 0 |
| HP Start | square_node.slow_clock$_DFFE_PP_ |
| Clock Path Buffers | 2 |
| Total GRT Usage | 18.60% |
| Yosys Instances | 363 |
| Rel. slew slack | 56.65% |
| First-pass GRT wire length | 10770 µm |
| Layout area overhead | 12.24% |
| Reg2Reg Depth | 11 |
| Mean Syn Cell Area | 7.659 µm² |
| Sum Neg Setup Slack | 0 ns |
| Util after Layout | 46.19% |
| Area of the core | 6756 µm² |
| Simple-gate share of the synthesized area | 29.70% |
| Async SR Flop Fraction | 0% |
| Hold path cells | 0 |
| Post-CTS sizing | 0 |
| Tot Pwr | 1.569 mW |
| Post-Route WL | 6367 µm |
| Final Cycle Share | 72.50% |
| Final Critical Period | 3.553 ns |
| Reg2reg setup slack | 1.52 ns |
| Outcome | complete, no violations |
| Die ar. | 7288 µm² |
| I/O pins | 19 |
## synth_stat cells (all sizes together), types with 2 or more instances
cell type and number:
a211oi 2, a21o 2, a21oi 26, a32oi 2, and2 2, and3 10
and4 3, buf 4, clkbuf 17, dfxtp 40, ha 13, inv 13
nand2 43, nand2b 2, nand3 23, nand3b 3, nand4 7, nor2 28
nor2b 9, nor3 8, nor4 8, nor4b 3, o2111ai 2, o211ai 8
o21a 3, o21ai 22, o21bai 2, o31ai 4, or2 2, or3 3
xnor2 9, xor2 20
## cell families (layout without fill, tap and decap cells)
kind of cell	after synthesis	in the layout
and+or+nand+nor	159	159
AOI/OAI and AO/OA	85	85
DFF	41	41
buffers and inverters	34	44
xor gates and xnor gates	29	29
adders and majority gates	14	14
muxes	1	1
## cells in the final DEF (no fill, tap or decap), types with 8 or more instances in the layout
cell | synthesis | routed
nor2b_1 | 9 | 9
ha_1 | 13 | 13
o21ai_0 | 22 | 22
nor3_1 | 8 | 8
a21oi_1 | 26 | 26
o211ai_1 | 8 | 8
xor2_1 | 20 | 20
clkdlybuf4s50_1 | 0 | 18
nand3_1 | 23 | 23
inv_1 | 13 | 13
dfxtp_1 | 40 | 40
nand2_1 | 43 | 43
xnor2_1 | 9 | 9
nor2_1 | 28 | 28
and3_1 | 10 | 10
## critical path, stage by stage
cell and delay, ns:
clkdlybuf4s50_1 0.59, nand2b_1 0.41, nand2_1 0.13, clkdlybuf4s50_1 0.46
## sequential cells by signal (all words and copies together), names as in the netlist
signal                              flops
square_node.count                      18
triangle_node.out                      12
triangle_node.increase_or_decrease      1
square_node.slow_clock                  1
triangle_node.increment_count           8
square_node.out                         1
## layout make-up
type                    instances  share of cell area, %
multi-input cells             288                  58.06
flip-flops and latches         41                  26.62
repair buffers                 23                  6.977
well taps                      80                  3.208
clock buffers                   6                  2.326
inverters                      13                  1.564
clock inverters                 2                  1.243
## how the worst max path moves through the flow
stage / startpoint / end / slack (ns) / depth (start not counted)
CTS: select[5] / out[11] / 1.34 / 4
global route: triangle_node.out[7]$_SDFFE_PP0N_ / triangle_node.out[11]$_SDFFE_PP0N_ / 1.18 / 11
finish: select[5] / out[8] / 1.35 / 4
## per-stage QoR
| step | std cells | hold WS (ns) |
|---|---|---|
| finish | 453 | 0.3910 |
| global route | 453 | 0.4220 |
| CTS | 453 | 0.3995 |
| detailed placement | 445 | 0.3917 |
| global placement | 445 | 0.3947 |
| floorplan | 363 | 0.3480 |
## routing by layer
layer  share of wire, %  GRT usage (%)  vias up
met5                  0              0        -
met4               0.60          1.970        0
met1                 53          30.13     1173
li1                   -              -     1317
met2                 43          27.57       42
met3                3.8          3.060        4
## power breakdown
part	internal (mW)	switching (mW)
Combinational	0.345	0.419
Sequential	0.412	0.116
Clock	0.153	0.123
Power figures rest on the tool's default switching activity, not on a simulated workload.
